**design.v**
```verilog
`timescale 1ns / 1ps
module dualport_ram_async #(
		parameter	DATA_WIDTH = 8,
		parameter	ADDR_WIDTH = 4   
		)(
		input wr_clk,
		input wr_rst_n,
		input wr_en,
		input [ADDR_WIDTH-1:0] wr_addr,
		input [DATA_WIDTH-1:0] wr_data,
		input rd_clk,
		input rd_rst_n,
		input rd_en,
		input [ADDR_WIDTH-1:0] rd_addr,
		output [DATA_WIDTH-1:0] rd_data
    );
localparam 	RAM_DEPTH = 1<<ADDR_WIDTH;
reg [DATA_WIDTH-1:0] mem [RAM_DEPTH-1:0];
generate
genvar i;
	for(i=0;i<RAM_DEPTH;i=i+1)begin
		always @ (posedge wr_clk or negedge wr_rst_n)
		begin
			if(!wr_rst_n)
				mem[i] <= {DATA_WIDTH{1'b0}};
			else if(wr_en & (wr_addr==i))
				mem[i] <= wr_data;
		end 
	end 
endgenerate
assign rd_data = mem[rd_addr];
endmodule
```
**run.sh**
```bash
#!/bin/bash
# OpenROAD 26Q1-2900-gdf79404cd8, Yosys 0.63+post, stock flow scripts
make -C /OpenROAD-flow-scripts/flow DESIGN_CONFIG=/design/flow/config.mk WORK_HOME=/design/flow/orfs finish
```
**config.mk**
```make
export PLATFORM = sky130hd
export DESIGN_NAME = dualport_ram_async
export DESIGN_NICKNAME = dualport_ram_async
export VERILOG_FILES = /design/flow/design.v
export SDC_FILE = /design/flow/constraint.sdc
export NUM_CORES = 4
export LEC_CHECK = 1
export CORE_UTILIZATION = 40
```
**constraint.sdc**
```tcl
current_design dualport_ram_async

set clk_period 2.6
set clk_io_pct 0.2

create_clock -name clk0 -period $clk_period [get_ports {wr_clk}]

set non_clock_inputs [all_inputs -no_clocks]
set_input_delay [expr $clk_period * $clk_io_pct] -clock clk0 $non_clock_inputs
set_output_delay [expr $clk_period * $clk_io_pct] -clock clk0 [all_outputs]
```
==> flow_summary.toml <==
# synthesis and place-and-route metrics
[clock_tree]
root_buffer = "clkbuf_16"
tritoncts.num_buffers = 17
cts_htree_levels = 4
cts_sinks = 128
clk_latency_ns = 0.42
postCtsHoldBufs = 0
worst_setup_hold_path_clk_slew_ns = 0.05
cts_buffer_depth = 2
cts_tree = "built"

[grt]
gr-max-usage-layer = "met1"
first_global_vias = 4570
track_usage_pct = 22.35
grt_use_met3_pct = 6.741
grt_antenna_before_repair = 0
grt_pass1_wl_um = 26290
grt_use_met2_pct = 32.90
largest_net_degree_at_the_start_of_global_routing = 49
grt_util_met1_pct = 34.69
grt.overflow.total = 0

[placement]
post_detailed_placement_cell_area_um2 = 7094
pre_cts_slack_ns = -0.6586
portBuffers = 26
post_detail_place_hpwl_um = 10560
globalplace.congestion = 0.9410

[worst_setup_path]
crit_end = "rd_data[6]"
crit_path_start = "rd_addr[0]"
crit-reg2reg-launch = "mem[4][3]$_DFFE_PN0P_"
rrSetupSlack_ns = 1.80
start_kind = "input port"
worst-setup-path-type = "input port to output port"
r2r_cell_count = 1
crit_path_max_fanout = 11
required_time_worst_endpoint_ns = 2.08
endpoint_of_the_most_critical_register_to_register_path = "mem[4][3]$_DFFE_PN0P_"
critical_path_arrival_ns = 2.05
setup.worst_path.end_class = "output port"

[timing]
holdWs_ns = 0.1299
worst-slew-pin-transition_ns = 0.7671
maxSlewViolCount = 0
count_of_final_setup_violators = 0
setup_slack_ns = 0.03458
period_needed_ns = 2.565
tcrit_tclk_final_pct = 98.67
skew_ns = 0
report.final.hold_viol_count = 0
fmax_ghz = 0.3898
max-slew-margin-rel_pct = 48.70

[logic_synthesis]
topCombFamilyByArea = "multiplexers"
synthesis.area_um2 = 6271
synthDominantCellAreaShare_pct = 51.08
synth-xor-area-share_pct = 0
synth.top_cells.by_area = "dfrtp_1 (51%), mux2_2 (21%), mux2_4 (3.8%)"
edf_count = 0
yosys.area_share.aoi_pct = 10.73
muxShareOfSynthArea_pct = 25.50
post_synth_num_cell_types = 53
ys_dominant_reg_cell = "dfrtp_1"
syn_avg_cell_area_um2 = 13.43
count_of_instantiated_cells_in_the_yosys_netlist = 467
simple_gate_area_share_pct = 9.457
synthDominantAreaCellType = "dfrtp_1"
numSynthFlops = 128
synth.cellmix.adderShare_pct = 0
synth_cells = 467
synth-seq-area-share_pct = 51.08
ys_area_um2 = 6271
asyncSetResetFlopFracSynth_pct = 100.0
ys_warn_count = 2

[detailed_routing]
drtAntennaViolNets = 0
viasPerCell = 5.580
avgRoutedWirePerCell_um = 20.94
vias = 4347
route.final.wire_length_um = 16310
detail_route.drc_violations = 0
detail_route.iter0.violations = 246
route.antenna.diode_count = 0
drt-pass1-iter-count = 4

[floorplan]
overall_chip_area_um2 = 16180
vertical_die_size_um = 127.2
die_x_um = 127.2
floorplan.core_util_pct = 41.10
core_region_area_um2 = 15260
pin_count = 30
placementRows = 45

[power_and_ir_drop]
fin_total_pwr_mw = 6.216
p_per_area_nw_per_um2 = 751.4
leakage_nw = 3.500
peakVddDrop_mv = 0.4731

[cells_and_area]
fillers = 1198
largest_register_ffs = 128
finish.utilization_pct = 54.22
top_regs = "mem (128)"
multi_input_comb_area_um2 = 3213
final_layout_size_suffix_gt1_share_pct = 57.92
area.growth.synth_to_final_pct = 31.92
final_area_um2 = 8273
flop_area_um2 = 3203
most_flop_heavy_register = "mem"

[worst_hold_path]
holdCritPathClass = "input port to async pin"

[run_status]
outcome = "complete, no violations"

[flow_run]
drv_cap = 0
tool_warnings = 29
-- cells in the mapped netlist (2+ instances only) --
cell      number
a22oi_1       27
nand2_1        8
and3b_1        2
o221ai_1       5
nand3_1        2
nor2_2         9
a21boi_1       4
nor3b_2        3
a32o_1         2
dfrtp_1      128
o31ai_2        5
nor2_1         7
mux2i_1        3
and3_1         3
nor4bb_1      10
buf_2         12
o32a_1         5
nand2b_1      12
a21oi_1        2
buf_1          2
mux2_4        16
nor2b_1        5
and4_4         5
inv_2          2
a31oi_1        4
mux2_2       117
buf_4          4
a211oi_1       9
buf_6          5
and2b_1        2
clkbuf_1      10
a221oi_1       6
a22o_1         3
nand3b_1       8
or3_1          2
-- how the worst min path moves through the flow --
stage	endpoint	slack, ns	cells past startpoint
finish	mem[11][2]$_DFFE_PN0P_	0.13	1
global route	mem[11][2]$_DFFE_PN0P_	0.18	1
CTS	mem[9][3]$_DFFE_PN0P_	0.15	1
-- worst max-delay path, cell delays in order --
cell and delay, ns:
buf_6 0.11, buf_6 0.13, buf_12 0.14, and2b_2 0.21
a32o_2 0.27, a221oi_2 0.25, a31oi_1 0.15, dlygate4sd2_1 0.26
-- cell families after synthesis --
group	count (synthesis)
and+or+nand+nor	84
buffers and inverters	36
muxes	137
AOI/OAI and AO/OA	82
DFF	128
-- through the flow --
stage / TNS, ns / instances
global route: -0.003226 / 779
floorplan: 0 / 467
global placement: -4.874 / 725
finish: 0 / 779
CTS: -0.05403 / 778
detailed placement: -4.904 / 725
-- cell type report --
type	count	share of cell area, %
multi-input cells	303	38.84
flip-flops and latches	128	38.72
repair buffers	102	12.01
clock buffers	19	5.354
well taps	211	3.191
clock inverters	13	1.694
inverters	3	0.1966
-- routing by layer --
layer / vias up / part of all wire (%)
li1: 1962 / -
met1: 2234 / 47
met2: 135 / 45
met3: 16 / 6.9
met4: 0 / 1.5
met5: - / 0
-- what timing repair did --
action | in CTS | in global routing
hold endpoints to repair | 0 | 0
setup endpoints to repair | 8 | 6
gates cloned | 4 | 0
buffers inserted | 20 | 1
gates resized | 107 | 13
pin swaps | 34 | 19
-- where the power goes --
group	leakage (nW)	total, mW	switching (mW)	internal [mW]
logic	1.66	1.15	0.437	0.713
clock network	0.275	2.33	0.893	1.43
registers	1.57	2.74	0.283	2.46
-- layout by cell type, fill, tap and decap left out, types with 6 or more instances in the layout --
cell type	n
mux2_2	116
clkbuf_16	17
nor2_2	10
dfrtp_1	128
buf_12	9
nand2b_1	12
nand3b_1	8
clkdlybuf4s50_1	13
nand2_1	7
nor4bb_2	6
buf_4	55
buf_6	13
a22oi_2	22
mux2_4	17
Power and IR drop assume default switching activity.
