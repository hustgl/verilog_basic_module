### /design/flow/design.v
module spi_fsm #(
  parameter RW_FLAG    = 1,
  parameter ADDR_WIDTH = 3,
  parameter DATA_WIDTH = 8,
  parameter CMD_WIDTH  = RW_FLAG + ADDR_WIDTH + DATA_WIDTH
)(
    input                         clk,
    input                       rst_n,
    input                   cmd_valid,
    output                  cmd_ready,
    input  [CMD_WIDTH-1:0]   cmd_data,
    output                 read_valid,
    output [DATA_WIDTH-1:0] read_data,
    output reg                   sclk,
    output reg                     cs,
    output reg                   mosi,
    input                        miso
);
reg [CMD_WIDTH-1:0]  cmd_data_buffer;
reg [3:0]            spi_clk_cnt    ;
reg [3:0]            spi_bit_cnt    ;
wire                 spi_clk_cnt_en ;
reg [DATA_WIDTH-1:0] miso_buffer    ;
reg [6:0]            delay_cnt      ;
reg [2:0] fsm_cs;
reg [2:0] fsm_ns;
localparam IDLE           = 3'd0,
           W_SEND         = 3'd1,
           R_SEND_CMD     = 3'd2,
           R_DELAY        = 3'd3,
           R_REV_DATA     = 3'd4,
           SEND_READ_DATA = 3'd5;
always @(posedge clk or negedge rst_n) begin
    if(!rst_n)   
        fsm_cs <= IDLE;
    else
        fsm_cs <= fsm_ns;     
end
always@(*) begin
case(fsm_cs)
    IDLE:
        if(cmd_valid) 
            fsm_ns = cmd_data[11]? W_SEND : R_SEND_CMD;
        else
            fsm_ns = IDLE;        
    W_SEND:
        if(spi_clk_cnt == 4'd9 && spi_bit_cnt == 4'd11)
            fsm_ns = IDLE;
        else
            fsm_ns = W_SEND;    
    R_SEND_CMD:
        if(spi_clk_cnt == 4'd9 && spi_bit_cnt == 4'd11)
            fsm_ns = R_DELAY;
        else
            fsm_ns = R_SEND_CMD;    
    R_DELAY:
        if(delay_cnt == 7'd99)
            fsm_ns = R_REV_DATA;
        else
            fsm_ns = R_DELAY;    
    R_REV_DATA:
        if(spi_clk_cnt == 4'd9 && spi_bit_cnt == 4'd7)
            fsm_ns = SEND_READ_DATA;
        else
            fsm_ns = R_REV_DATA;    
    SEND_READ_DATA:
        fsm_ns = IDLE;
    default: fsm_ns = IDLE;
endcase
end
always @(posedge clk or negedge rst_n) begin
    if(!rst_n)    
        cmd_data_buffer <= {DATA_WIDTH{1'b0}};
    else if(cmd_valid && cmd_ready)
        cmd_data_buffer <= cmd_data;
end
assign cmd_ready = fsm_cs == IDLE ;
assign spi_clk_cnt_en = fsm_cs==W_SEND || fsm_cs == R_SEND_CMD || fsm_cs == R_REV_DATA;
always @(posedge clk or negedge rst_n) begin
    if(!rst_n) 
        spi_clk_cnt <= 4'd0;
    else if(spi_clk_cnt_en) begin
        if(spi_clk_cnt == 4'd9)
            spi_clk_cnt <= 4'd0;
        else
            spi_clk_cnt <= spi_bit_cnt + 1'b1;    
    end
    else
        spi_clk_cnt <= 4'd0;
end
always @(posedge clk or negedge rst_n) begin
    if(!rst_n)
        spi_bit_cnt <= 4'd0;
    else if(spi_clk_cnt_en) begin
        if(spi_clk_cnt == 4'd9)
            spi_bit_cnt <= spi_bit_cnt + 1'b1;
    end
    else
        spi_bit_cnt <= 4'd0;        
end
always @(posedge clk or negedge rst_n) begin
    if(!rst_n)  
        delay_cnt <= 7'd0;
    else if(fsm_cs == R_DELAY)
        delay_cnt <= delay_cnt + 1'b1;
    else
        delay_cnt <= 7'd0;          
end
assign cs = (fsm_cs == IDLE)? 1:0;
assign sclk = (spi_clk_cnt >= 4'd5)? 1:0;
always @(*) begin
    if(fsm_cs == W_SEND || fsm_cs == R_SEND_CMD)
        mosi = cmd_data_buffer[CMD_WIDTH-1 - spi_bit_cnt];
    else
        mosi = 1'b0;        
end
always @(posedge clk or negedge rst_n) begin
    if(!rst_n)    
        miso_buffer <= {DATA_WIDTH{1'b0}};
    else if(fsm_cs == R_REV_DATA && spi_clk_cnt == 4'd5)
        miso_buffer <= {miso_buffer[DATA_WIDTH-2:0],miso};
end
assign read_valid = fsm_cs==SEND_READ_DATA;
assign read_data  = miso_buffer           ;
endmodule
### /design/flow/run.sh
#!/bin/bash
# OpenROAD 26Q1-2900-gdf79404cd8, Yosys 0.63+post, stock flow scripts
make -C /OpenROAD-flow-scripts/flow DESIGN_CONFIG=/design/flow/config.mk WORK_HOME=/design/flow/orfs finish
### /design/flow/config.mk
export PLATFORM = sky130hd
export DESIGN_NAME = spi_fsm
export DESIGN_NICKNAME = spi_fsm
export VERILOG_FILES = /design/flow/design.v
export SDC_FILE = /design/flow/constraint.sdc
export NUM_CORES = 4
export LEC_CHECK = 1
export CORE_UTILIZATION = 40
### /design/flow/constraint.sdc
current_design spi_fsm

set clk_period 2.4
set clk_io_pct 0.2

create_clock -name clk0 -period $clk_period [get_ports {clk}]

set non_clock_inputs [all_inputs -no_clocks]
set_input_delay [expr $clk_period * $clk_io_pct] -clock clk0 $non_clock_inputs
set_output_delay [expr $clk_period * $clk_io_pct] -clock clk0 [all_outputs]
==> flow_summary.ini <==
; flow metrics
[run]
warnings = 27
drv_cap = 0

[clock_network]
cts_sinks = 41
cts_buffer_depth = 2
numCtsBuffers = 5
root_buffer = clkbuf_8
cts_hold_buf = 0
htreeDepth = 2
cts_tree = built
clk_latency_ns = 0.29
clk_pin_slew_ns = 0.07

[floorplan]
chip_area_um2 = 4800
ioPinCount = 29
num_rows = 24
core_um2 = 4350
die_h_um = 69.3
die-width_um = 69.3
fp_util_pct = 41.6

[global_route]
grt-ovfl-total = 0
grt_max_degree = 42
grt_pass1_vias = 1172
grt_first_pass_wirelength_um = 5260
grtUsageTotal_pct = 14.0
antenna_found_initial = 0

[synth]
yosys-stat-cells = 143
synth_seq_share_pct = 56.7
ys_area_um2 = 1810
synth_cell_type_count = 32
ys_warn_count = 3
synth.avg_cell_area_um2 = 12.7
synthArstFlopShare_pct = 100
syn_area_um2 = 1810
netlist_instances = 143
ys_ff = 41
ff_type = dfrtp_1
synth-edff-count = 0

[sta]
finalSetupViolCount = 0
fmax_mhz = 439
finalCriticalPeriod_ns = 2.28
tns_ns = 0
slew_headroom_pct = 63.9
final_hold_viol_count = 0
worst_slew_pin_slew_ns = 0.538
post-route-period-util_pct = 94.9
hold_ws_ns = 0.241
drv_slew = 0
skew_ns = 0.00612
rsz0062_at_grt = no

[critical_path]
crit_path_max_fanout = 3
cp.required_ns = 1.92
crit_arrival_ns = 1.80
start_kind = flop
endpoint_kind = output pin
crit_type = reg2out

[drt]
vias = 1158
wl_um = 2960
wl_per_cell_um = 12.7
diodes = 0
viasPerCell = 4.97
postRouteAntennaNets = 0
drc = 0
drt_iter0_drc = 41
first_pass_iters = 4

[finish]
layout_top_cell = dfrtp_1
syn_to_final_growth_pct = 24.9
lay_top_cells = dfrtp_1, clkdlybuf4s50_1, mux2_2, nor2_1, xnor2_1
nFillCells = 374
drive_above_1_share_pct = 23.2

[worst_hold_path]
min_path_type = in2async

[power_and_ir_drop]
ir_drop_v = 0.000273
p_comb_share_pct = 3.5
p_int_w = 0.000921
power_frac_clock_pct = 36.5
p_leak_nw = 1.06
swShare_pct = 20.1
power.switching_w = 0.000232
seqPwrFrac_pct = 60.0
power_density_nw_per_um2 = 510

[placement]
dp_hpwl_um = 2110
port_buffers = 28
gp_congestion = 0.863

[run_status]
outcome = finished clean
## flip-flops by register name, indices dropped and copies added, names as in the netlist
register / flops
spi_clk_cnt: 4
spi_bit_cnt: 4
cmd_data_buffer: 12
delay_cnt: 7
fsm_cs: 6
miso_buffer: 8
## power groups by stage
stage,clock (W),combinational [W],sequential (W)
5_1_grt,0.000470,0.0000452,0.000692
4_1_cts,0.000434,0.0000418,0.000692
6_report,0.000421,0.0000399,0.000692
## worst paths after layout
path	from	to	slack, ns	cells past startpoint
setup / recovery	spi_bit_cnt[3]	mosi	0.12	5
hold / removal	rst_n	miso_buffer[6]	0.24	2
hold reg to reg	delay_cnt[0]	delay_cnt[0]	0.46	1
min in group clk0	delay_cnt[0]	delay_cnt[0]	0.46	1
max in group asynchronous	rst_n	spi_bit_cnt[1]	1.80	2
setup reg to reg	spi_clk_cnt[1]	spi_bit_cnt[3]	1.01	5
## worst max-delay path: stages (launching register included)
cell and delay [ns]:
dfrtp_1 0.41, ha_4 0.29, mux4_2 0.27, o2111ai_1 0.19, a211oi_1 0.09, dlygate4sd2_1 0.25
## per-layer routing
metal  global-route usage, %  up-vias  part of all wire [%]
met2                    21.8       22                    48
met4                    1.81        0                   1.6
met5                       0        -                     0
li1                        -      566                     -
met3                    3.98        5                   4.5
met1                    21.0      565                    46
## kinds of logic after synthesis
| group | after synthesis | share of synthesized area (%) |
|---|---|---|
| AOI/OAI and AO/OA | 8 | 3.32 |
| xor gates and xnor gates | 10 | 4.83 |
| adders and majority gates | 5 | 3.45 |
| buffers and inverters | 12 | 3.32 |
| DFF | 41 | 56.7 |
| muxes | 25 | 16.6 |
| and+or+nand+nor | 42 | 11.8 |
## timing repair
| action | CTS | global route |
|---|---|---|
| setup endpoints to repair | 1 | 0 |
| resized | 4 | 0 |
| endpoints found under the hold margin | 0 | 0 |
| buffers inserted | 1 | 0 |
## synthesized netlist by cell type (all sizes together), types with 2 or more instances
| cell | n | area (um^2) |
|---|---|---|
| nor2 | 17 | 63.8 |
| nor3 | 2 | 10.0 |
| nand4 | 2 | 12.5 |
| nand3 | 7 | 35.0 |
| mux4 | 2 | 45.0 |
| xor2 | 2 | 17.5 |
| ha | 5 | 62.6 |
| mux2 | 20 | 225 |
| o21ai | 3 | 15.0 |
| xnor2 | 8 | 70.1 |
| nand2 | 6 | 25.0 |
| mux2i | 3 | 30.0 |
| dfrtp | 40 | 1000 |
| buf | 5 | 33.8 |
| inv | 7 | 26.3 |
## per-stage QoR
| step | util (%) | total power [W] | area (um^2) | instances | setup slack [ns] |
|---|---|---|---|---|---|
| 2_1_floorplan | - | 0.000707 | 1810 | 143 | 0.551 |
| 3_3_place_gp | 49.7 | 0.000746 | 2160 | 224 | 0.126 |
| 3_5_place_dp | 49.7 | 0.000747 | 2160 | 224 | 0.145 |
| 4_1_cts | 52.0 | 0.00117 | 2260 | 233 | 0.104 |
| 5_1_grt | 52.0 | 0.00121 | 2260 | 233 | 0.0300 |
| 6_report | 52.0 | 0.00115 | 2260 | 233 | 0.122 |
## layout make-up
type                            count  area, um^2  area share (%)
Timing Repair Buffer               35         327            14.4
Sequential cell                    41        1030            45.4
Inverter                            7        26.3            1.16
Tap cell                           52        65.1            2.87
Clock buffer                        8        80.1            3.54
Multi-Input combinational cell     90         737            32.6
No activity file was given, so power comes from the tool's default toggle rates.
