==> /design/flow/design.v <==
module sync_fifo #(
        parameter DATA_WIDTH   = 8,
        parameter FIFO_DEPTH   = 8,
        parameter AFULL_DEPTH  = FIFO_DEPTH - 1,   
        parameter AEMPTY_DEPTH = 1,
        parameter RDATA_MODE   = 0
        )(
        input                       clk    ,
        input                       rst_n  ,
        input                       wr_en  ,
        input      [DATA_WIDTH-1:0] wr_data,
        input                       rd_en  ,
        output reg [DATA_WIDTH-1:0] rd_data,
        output                      full   ,
        output                      almost_full,
        output                      empty      ,
        output                      almost_empty,
        output reg                  overflow,  
        output reg                  underflow  
    );
localparam ADDR_WIDTH = $clog2(FIFO_DEPTH);
reg [ADDR_WIDTH-1:0] wr_ptr;
reg [ADDR_WIDTH-1:0] rd_ptr;
reg [ADDR_WIDTH:0]   fifo_cnt;
reg [DATA_WIDTH-1:0] buf_mem[FIFO_DEPTH-1:0];
integer I;
always @ (posedge clk or negedge rst_n)
begin
    if(!rst_n)
        fifo_cnt <= {(ADDR_WIDTH+1){1'b0}};
    else begin
        if(wr_en && ~full && rd_en && ~empty)
            fifo_cnt <= fifo_cnt;
        else if(wr_en && ~full)
            fifo_cnt <= fifo_cnt + 1'b1;
        else if(rd_en && ~empty)
            fifo_cnt <= fifo_cnt - 1'b1;
    end     
end 
always @ (posedge clk or negedge rst_n)
begin
    if(!rst_n)
        wr_ptr <= {ADDR_WIDTH{1'b0}};
    else begin
        if(wr_en && ~full) begin
            if(wr_ptr == FIFO_DEPTH-1)
                wr_ptr <= {ADDR_WIDTH{1'b0}};
            else
                wr_ptr <= wr_ptr + 1'b1;    
        end
    end 
end 
always @ (posedge clk or negedge rst_n)
begin
    if(!rst_n)
        rd_ptr <= {ADDR_WIDTH{1'b0}};
    else begin
        if(rd_en && ~empty) begin
            if(rd_ptr == FIFO_DEPTH-1)
                rd_ptr <= {ADDR_WIDTH{1'b0}};
            else
                rd_ptr <= rd_ptr + 1'b1;    
        end
    end 
end 
always @ (posedge clk or negedge rst_n)
begin
    if(!rst_n)
        for(I = 0;I < FIFO_DEPTH; I = I+1)
            buf_mem[I] <= {DATA_WIDTH{1'b0}};
    else if(wr_en && ~full)
        buf_mem[wr_ptr] <= wr_data;
end
generate
    if(RDATA_MODE==1'b0)begin
        always @ (*)
            rd_data = buf_mem[rd_ptr];
    end
    else begin
        always @ (posedge clk or negedge rst_n)
        begin
            if(!rst_n)
                rd_data <= {DATA_WIDTH{1'b0}};
        else if(rd_en && ~empty)
                rd_data <= buf_mem[rd_ptr];
        end 
    end 
endgenerate
always @ (posedge clk or negedge rst_n)
begin
    if(!rst_n)  
        overflow <= 1'b0;
    else if(wr_en && full)
        overflow <= 1'b1;
end 
always @ (posedge clk or negedge rst_n)
begin
    if(!rst_n)
        underflow <= 1'b0;
    else if(rd_en && empty)
        underflow <= 1'b1;
end 
assign full = fifo_cnt==FIFO_DEPTH;
assign empty = fifo_cnt=={(ADDR_WIDTH+1){1'b0}};
assign almost_full = fifo_cnt>=AFULL_DEPTH;
assign almost_empty = fifo_cnt<=AEMPTY_DEPTH;
endmodule
==> /design/flow/run.sh <==
#!/bin/bash
# OpenROAD 26Q1-2900-gdf79404cd8, Yosys 0.63+post, stock flow scripts
make -C /OpenROAD-flow-scripts/flow DESIGN_CONFIG=/design/flow/config.mk WORK_HOME=/design/flow/orfs finish
==> /design/flow/config.mk <==
export PLATFORM = sky130hd
export DESIGN_NAME = sync_fifo
export DESIGN_NICKNAME = sync_fifo
export VERILOG_FILES = /design/flow/design.v
export SDC_FILE = /design/flow/constraint.sdc
export NUM_CORES = 4
export LEC_CHECK = 1
export CORE_UTILIZATION = 50
==> /design/flow/constraint.sdc <==
current_design sync_fifo

set clk_period 3.5
set clk_io_pct 0.2

create_clock -name clk0 -period $clk_period [get_ports {clk}]

set non_clock_inputs [all_inputs -no_clocks]
set_input_delay [expr $clk_period * $clk_io_pct] -clock clk0 $non_clock_inputs
set_output_delay [expr $clk_period * $clk_io_pct] -clock clk0 [all_outputs]
==> Slide: Implementation Results <==
Implementation Results

Floorplanning
  • Top Ports: 26
  • FP Util: ~50%
  • Core region area: 7210 um^2
  • Chip Area: between 7000 and 8000 um^2
  • Num rows: 31
  • Die Wd: roughly 88 um
  • Die H: slightly below 90 um

Routing
  • Via count: 2258
  • Vias/cell: roughly 5.5
  • DRC errors left: 0
  • Wirelength, routed: about 7500 um
  • ANT cells: 0
  • Drt pass-1 iters: 4
  • Drt initial violations: between 150 and 200
  • Avg WL per Cell: around 18 um
  • Antenna viol nets, final: 0

Synth
  • Seq share, synth: 51.3%
  • Synth Instances: ~280
  • Average size of a mapped cell: ~13 um^2
  • Chip Area, Yosys: around 3700 um^2
  • Number of register bits inferred by synthesis: approximately 76
  • Synth cell types: roughly 40
  • Ys cells: about 280
  • Top comb family, area: multiplexers
  • Syn Std Cell Area: about 3700 um^2
  • Mux contribution to synthesized area: a little under a quarter
  • Adder-cell share of the synthesized area: around 5.4%
  • Synth Area in Simple Gates: ~7.5%
  • Yosys warnings: 2
  • Aoi share: about 8.5%
  • Xor and xnor area share after synthesis: less than 1%

Power and ir drop
  • Static leakage: 0.00183 uW
  • Worst VDD drop: roughly 420 uV
  • Share of power burned in registers: about two fifths
  • Comb pwr share: a little over two fifths
  • Clk pwr share: 16.6%
  • Sw Pwr: about 1200 uW
  • Sw Ratio: around a third
  • PwrDens: 915 nW/um^2
  • Cell Int Power: approximately 2600 uW

Timing
  • RSZ-0062 raised after global routing: false
  • Post-Route Setup TNS: 0 ns
  • Tcrit/Tclk final: between 90% and 100%
  • Setup Viol. Count Final: 0
  • Worst Tran Pin Value: 0.652 ns
  • Slew Viols, Final: 0
  • Minimum clock period: 3.24 ns
  • Skew final: roughly 0.0085 ns
  • Slew margin rel.: around 56%
  • Max frequency: about 300 MHz
  • Final Hold Fails: 0

Layout
  • Share of cells above drive strength 1: between 30% and 40%
  • Number of fill cells: ~600
  • Top library cells by usage in the layout, fill and taps aside: dfrtp_1, mux2_2, clkdlybuf4s50_1
  • Finished Layout Cells: just over 400
  • Post-layout util: around three fifths
  • Area Overhead vs Synth: 13.4%
  • Top cell excl fill/tap: dfrtp_1

Global routing
  • Total GRT Usage: roughly 22%
  • GR peak layer: met1
  • Met1 Use GR: between 30% and 40%
  • Vias in the first global route: between 2k and 2.5k
  • M2 GR Usage: around a third
  • First-pass GRT wire length: 12100 um
  • Initial antenna violation count: 0
  • Gr ovfl total: 0
  • Routing usage on met3: under 10%
  • Largest net degree at the start of global routing: approximately 53

Placed design
  • GP Congestion: between 0.7 and 0.8
  • Inst Count DP: between 300 and 400
  • DP HPWL: 4830 um
  • Buffers on Ports: 25

Job
  • Maxcap violations: 0
  • Tool warnings: 36

CTS
  • Total CTS buffers: 9
  • H-Tree Level Count: 3
  • PostCTS Resize Cnt: 0
  • CTS tree: built
  • Hold-fix buffers, CTS: 0
  • Number of post-CTS setup repair buffers: 0
  • Sink Count: between 70 and 80
  • Clock Tree Buf Depth: 2
  • Latency at later pin: about 0.35 ns
  • Root buffer cell: clkbuf_8
  • Clk slew on worst S/H paths: about 0.08 ns

Run status
  • Outcome: finished clean

Critical path
  • Max FO, Critical Path: 11
  • Startpoint Class: register
  • WP data arrival: between 2 and 3 ns
  • Crit. End Element: primary output
  • Critical Path RT: about 2.8 ns
  • Setup Crit Path Kind: register to primary output

Min path
  • Hold WC Path Type: input pin to asynchronous set/reset pin
## area by class of cell
class                           instances  area [um^2]  area share, %
Clock inverter                          5         53.8           1.28
Sequential cell                        76         1900           45.2
Multi-Input combinational cell        182         1700           40.4
Tap cell                               99          124           2.94
Inverter                               10         37.5          0.892
Timing Repair Buffer                   27          263           6.24
Clock buffer                           10          128           3.03
## state kept, by name (all words and copies together) (netlist names)
name / count
underflow: 1
fifo_cnt: 4
wr_ptr: 3
buf_mem: 64
rd_ptr: 3
overflow: 1
## stage by stage
step | area, um^2 | hold WS [ns] | total power [uW] | setup slack [ns]
after global routing | 4210 | 0.425 | 4140 | 0.0586
after floorplan | 3710 | 0.404 | 2670 | 1.27
final | 4210 | 0.377 | 3850 | 0.260
after detailed placement | 4020 | 0.446 | 3230 | 0.486
after CTS | 4200 | 0.398 | 3880 | 0.107
after global placement | 4020 | 0.440 | 3200 | 0.536
## path summary, 6_finish.rpt
check / startpoint / end / slack, ns / depth (start not counted)
worst min register to register: underflow / underflow / 0.46 / 1
worst max register to register: fifo_cnt[0] / buf_mem[6][4] / 1.43 / 6
max in group asynchronous: rst_n / wr_ptr[0] / 2.34 / 2
worst min-delay path: rst_n / buf_mem[7][2] / 0.38 / 1
worst max-delay path: rd_ptr[0] / rd_data[2] / 0.26 / 7
min in group clk0: underflow / underflow / 0.46 / 1
## logic make-up after synthesis
group,count (synthesis)
flip-flops,76
multiplexers,75
AND/OR/NAND/NOR,48
AND-OR/OR-AND,40
buffers and inverters,23
adder cells (fa/ha/maj),16
XOR/XNOR,3
## per-layer routing
layer / vias up / wire length, um
met5: - / 0
met3: 12 / 231
li1: 1072 / -
met1: 1137 / 3820
met2: 37 / 3320
met4: 0 / 137
## critical path, stage by stage, from the launching register on
cell and delay, ns:
dfrtp_1 0.41, inv_1 0.09, ha_1 0.39, a222oi_1 0.43, a21oi_1 0.12, a221oi_1 0.23
a21oi_1 0.12, clkdlybuf4s50_1 0.40
## power by group through the flow
stage	combinational [uW]	sequential [uW]	clock, uW
6_report	1610	1600	641
5_1_grt	1790	1660	696
4_1_cts	1630	1600	656
## synth_stat cells (all sizes together)
cell type | instances | share of area, %
a211oi | 2 | 0.67
a21o | 4 | 0.81
a21oi | 3 | 0.40
a221o | 1 | 0.27
a221oi | 4 | 0.94
a222oi | 7 | 1.9
a22o | 1 | 0.24
a22oi | 3 | 0.61
a31oi | 2 | 0.34
a41oi | 5 | 1.2
and2 | 2 | 0.40
and3 | 1 | 0.17
and3b | 1 | 0.24
buf | 8 | 1.5
clkbuf | 5 | 0.51
dfrtp | 76 | 51
ha | 16 | 5.4
inv | 10 | 1.0
mux2 | 74 | 23
mux2i | 1 | 0.27
nand2 | 18 | 2.1
nand2b | 3 | 0.51
nand3 | 3 | 0.81
nand3b | 1 | 0.20
nor2 | 11 | 1.6
nor2b | 1 | 0.17
nor3 | 4 | 0.84
nor3b | 1 | 0.20
o21ai | 7 | 0.94
o31a | 1 | 0.24
or3 | 2 | 0.34
xnor2 | 3 | 0.71
Power and IR drop assume default switching activity.
